===== flow/run.sh =====
#!/bin/bash
# OpenROAD 26Q1-2900-gdf79404cd8, Yosys 0.63+post, stock flow scripts
make -C /OpenROAD-flow-scripts/flow DESIGN_CONFIG=/design/flow/config.mk WORK_HOME=/design/flow/orfs finish

===== flow/config.mk =====
export PLATFORM = sky130hd
export DESIGN_NAME = ACTIVEPRO
export DESIGN_NICKNAME = ACTIVEPRO
export VERILOG_FILES = /design/flow/design.v
export SDC_FILE = /design/flow/constraint.sdc
export NUM_CORES = 4
export LEC_CHECK = 1
export CORE_UTILIZATION = 50
export SYNTH_HDL_FRONTEND = slang

===== flow/constraint.sdc =====
current_design ACTIVEPRO

set clk_period 23.7
set clk_io_pct 0.2

create_clock -name clk0 -period $clk_period [get_ports {SYS_CLOCK}]

set non_clock_inputs [all_inputs -no_clocks]
set_input_delay [expr $clk_period * $clk_io_pct] -clock clk0 $non_clock_inputs
set_output_delay [expr $clk_period * $clk_io_pct] -clock clk0 [all_outputs]

===== flow/design.v =====
module ACTIVEPRO (
    input       RESET,
    input       SYS_CLOCK,                
    output reg  ACTIVE_DATA ,             
    output reg  ACTIVE_CLOCK,             
    input [63:0][7:0] ACTIVE_MESSAGE,     
    input [5:0] ACTIVE_CHANNEL,           
    input  ACTIVE_WR                      
    );
    reg [63:0][7:0] ACTIVE_MESSAGE_LATCHED; 
    reg [7:0] MESSAGE_LENGTH;
    reg [14:0] state;
    wire clockstate;
    wire [2:0] bitcount;
    wire [7:0] bytecount;
    assign clockstate = state[0];
    assign bitcount[2:0] = state[3:1];
    assign bytecount[7:0] = state[11:4];
    wire [7:0] FIRST_BYTE;
    assign FIRST_BYTE = 8'h7F;
    wire [7:0] SECOND_BYTE;
    assign SECOND_BYTE = (ACTIVE_CHANNEL & 8'h3F) | 8'h40;
    reg [7:0] clock_divider;
    always @ (posedge SYS_CLOCK)
    begin
        if (RESET)
        begin
            state <= 0;
            ACTIVE_CLOCK <= 0;
            ACTIVE_DATA <= 0;
        end
        else
        begin
            for (int x = 1; x < 64; x++)   
            begin
              if (ACTIVE_MESSAGE_LATCHED[x] == 8'h0)
                begin
                    MESSAGE_LENGTH <= x + 2;         
                    break;
                end
            end
            if (state)
            begin
                state <= state + 1;
                if (clockstate == 1)    
                begin
                    ACTIVE_CLOCK <= 0;
                    if (bytecount == 0)
                        ACTIVE_DATA <= FIRST_BYTE[7-bitcount];
                    else if (bytecount == 1)
                        ACTIVE_DATA <= SECOND_BYTE[7-bitcount];
                    else
                        ACTIVE_DATA <= ACTIVE_MESSAGE_LATCHED[MESSAGE_LENGTH - bytecount - 1][7-bitcount];
                end
                else if (clockstate == 0)  ACTIVE_CLOCK <= 1;
                if (bytecount >= MESSAGE_LENGTH) state <= 0;
            end
            else         
            begin
                if (ACTIVE_WR) 
                begin
                    state <= 1;      
                    ACTIVE_MESSAGE_LATCHED <= ACTIVE_MESSAGE;
                end
            end
        end
    end
endmodule 

==> impl_metrics.ini <==
; synthesis and place-and-route metrics
[status]
status = complete, no violations

[global_route]
track_usage_pct = 32.64
grt_pass1_wl_um = 100800
grt_pass1_vias = 16679
antenna_found_initial = 28
grt_overflow = 0
grt_max_degree = 138

[yosys]
top_area_cell = edfxtp_1
synthAdderAreaFrac_pct = 0.6721
synthXorXnorAreaFrac_pct = 0.8268
synth-edff-count = 520
ys_sh_simple_pct = 9.052
netlist_area_sq_um = 23460
ys_cells = 1411
synth.yosys.warnings = 0
ys_ff = 537
yosys_most_used_dff = edfxtp_1
mux_area_share_pct = 14.65
synth_top_area_share_pct = 66.57
avgSynthCellArea_sq_um = 16.62
ys_types = 66
ys_top_logic_family = multiplexers
synth_seq_share_pct = 68.02
ys_sh_aoi_pct = 5.041
synthCells = 1411
postSynth.asyncResetShare_pct = 0
synthTopCellsByArea = edfxtp_1 67%, mux4_2 12%, nor4_1 3.2%
yosys_area_sq_um = 23460

[sta]
holdWs_ps = 519.5
slew_headroom_pct = 43.61
tns_ps = 0
slew_violations = 0
rsz0062_at_grt = false
finClkSkew_ps = 21.76
fmax_ghz = 0.1309
fin_crit_ps = 7638
worst_slew_pin_slew_ps = 838.1
setup_viol = 0
finalCritPeriodShare_pct = 32.23
hold_viol = 0

[pwr]
p_leak_nw = 10.36
vdd_drop_max_mv = 0.1061
power_density_nw_per_um2 = 91.56

[clock_tree]
cts_hold_buffers = 0
clockBufferDepth = 3
clkTransAtPathRegs_ps = 60
ctsResizeCount = 0
cts_buffers = 53
htree_levels = 2
clk_latency_ps = 610
tritoncts = built
cts_setup_buffers = 0
clockRootBuffer = clkbuf_16
clock-sinks = 537

[finish]
layout-drive-gt1-share_pct = 12.08
lay_top_cells = 522 x clkdlybuf4s50_1, 520 x edfxtp_1, 129 x mux4_2
mostFrequentLayoutCell = clkdlybuf4s50_1
synthToLayoutAreaGrowth_pct = 31.98
fillCellCount = 3171
utilization_pct = 66.64

[critical_path]
crit_path_max_fanout = 137
crit_path_end_kind = register
crit_arrival_ps = 7880
worst_setup_path_start_kind = primary input
setup.worst_path.class = in -> reg
required_ps = 23940

[drt]
wl_met3_um = 7247
wl_met1_um = 25280
drt-pass1-iter-count = 5
route.detailed.drc = 0
routed_wl_um = 69550
wire_per_inst_um = 26.55
drt_iter0_markers = 1004
vias = 15454
post_drt_via_cell_ratio = 5.901
ant_nets = 0
wl_met2_um = 34990
top_layer_used = met5

[die]
core_sq_um = 46460
fp_util_pct = 50.49
io_pins = 523
die_x_um = 218.6
die_area_sq_um = 47790
die_h_um = 218.6
rows = 79

[run]
maxCapViolations = 0
tool_warnings = 30

[placement]
port_buffers = 522
place.gp.congestion = 0.9667
dp_hpwl_um = 54420

[min_path]
hold_class = reg -> reg
[synthesized netlist by cell type, types with 11 or more instances]
master    count
nor4_1      120
xnor2_1      12
buf_2        17
a211oi_1     31
nor3_1       11
a21oi_1      44
ha_1         11
nand2_1     116
o21ai_0      32
or4_1        16
nor2b_1      23
clkbuf_1     14
mux4_2      129
nor2_1       53
mux2i_1      43
edfxtp_1    520
dfxtp_1      17
nand3_1      33
o211ai_1     12
buf_4        12
inv_1        25
and2_1       15
[path summary, 6_finish.rpt]
kind,end,depth (start not counted),slack [ps],startpoint
hold reg to reg,ACTIVE_CLOCK,2,520,ACTIVE_CLOCK
setup reg to reg,ACTIVE_DATA,14,19160,MESSAGE_LENGTH[0]
setup / recovery,ACTIVE_MESSAGE_LATCHED[452],5,16060,RESET
hold / removal,ACTIVE_CLOCK,2,520,ACTIVE_CLOCK
[sequential cells by signal (all words and copies together), names as in the netlist]
name,count
MESSAGE_LENGTH,8
ACTIVE_DATA,1
ACTIVE_MESSAGE_LATCHED,512
ACTIVE_CLOCK,1
state,15
[layout make-up]
cell class | instances | area, sq um | share of cell area [%]
repair buffers | 540 | 5385 | 17.39
clock buffers | 64 | 1368 | 4.417
well taps | 607 | 759.5 | 2.453
flip-flops and latches | 537 | 15960 | 51.54
inverters | 25 | 93.84 | 0.3031
diodes | 17 | 42.54 | 0.1374
clock inverters | 32 | 195.2 | 0.6305
multi-input cells | 797 | 7161 | 23.13
[through the flow]
step / area (sq um) / power (mW) / std cells / setup slack (ps)
2_1_floorplan: 23470 / 1.817 / 1411 / 5268
3_3_place_gp: 29350 / 2.077 / 2506 / 15540
3_5_place_dp: 29350 / 2.080 / 2506 / 15460
4_1_cts: 30920 / 2.849 / 2602 / 16100
5_1_grt: 30950 / 2.943 / 2614 / 15900
6_report: 30960 / 2.835 / 2619 / 16060
[kinds of logic (layout without fill, tap and decap cells)]
group,Yosys count,after routing
simple gates,411,411
mux,181,181
compound gates,175,175
buf+inv,77,661
xor+xnor,18,18
fa+ha+maj,12,12
flops,537,537
other cells,0,17
[critical path: stages]
cell	delay [ps]
clkdlybuf4s50_1	600
nor3b_4	300
buf_12	550
buf_4	730
buf_4	730
[metal layers]
| metal | up-vias | track usage [%] |
|---|---|---|
| met3 | 127 | 13.28 |
| met5 | - | 0 |
| li1 | 6963 | - |
| met4 | 24 | 8.671 |
| met1 | 7575 | 47.69 |
| met2 | 765 | 50.20 |
[power breakdown]
part	switching (mW)	internal (mW)	total, mW
Clock	0.347	0.421	0.769
Sequential	0.0599	1.19	1.25
Combinational	0.445	0.375	0.821
Power figures rest on the tool's default switching activity, not on a simulated workload.
